--- config.mk ---
export PLATFORM = sky130hd
export DESIGN_NAME = adder32
export DESIGN_NICKNAME = adder32
export VERILOG_FILES = /design/flow/design.v
export SDC_FILE = /design/flow/constraint.sdc
export NUM_CORES = 4
export LEC_CHECK = 1
export CORE_AREA = 10 10 98 98
export DIE_AREA = 0 0 108 108
export SYNTH_HDL_FRONTEND = slang
--- constraint.sdc ---
current_design adder32

set clk_period 18.8
set clk_io_pct 0.2

create_clock -name clk0 -period $clk_period

set non_clock_inputs [all_inputs -no_clocks]
set_input_delay [expr $clk_period * $clk_io_pct] -clock clk0 $non_clock_inputs
set_output_delay [expr $clk_period * $clk_io_pct] -clock clk0 [all_outputs]
--- design.v ---
`timescale 1ns / 1ps
module adder32(
    input [31:0] A_in,
    input [31:0] B_in,
    input Carry_in,
    output [31:0] sum,
    output Carry_out
    );
    wire[32:0] sum_temp;
    assign sum_temp = A_in + B_in + Carry_in;
    assign sum = sum_temp[31:0];
    assign Carry_out = sum_temp[32];
endmodule
--- run.sh ---
#!/bin/bash
# OpenROAD 26Q1-2900-gdf79404cd8, Yosys 0.63+post, stock flow scripts
make -C /OpenROAD-flow-scripts/flow DESIGN_CONFIG=/design/flow/config.mk WORK_HOME=/design/flow/orfs finish
==> impl_metrics.toml <==
# physical design summary
[run_status]
run_status = "complete, no violations"

[worst_setup_path]
crit_fanout = 3
crit_type = "in2out"
required_ns = 15.04
cp_data_arrival_time_ns = 7.12
slowest_stage = "fa_1"
startpoint = "A_in[0]"
start_kind = "input port"
end_kind = "output port"
path_delay_family = "AND-OR/OR-AND gates"
cp_cell_sequence = "clkdlybuf4s50_1 > fa_1 > fa_1 > a21o_1 > a221oi_2 > o31ai_2 > a21o_1 > a21oi_2 > a21oi_1 > a221o_1 > clkdlybuf4s50_1"
crit_buf_inv = 2
cpPeakStageDelay_ns = 0.48

[layout]
fin_area_um2 = 2800
syn_to_final_growth_pct = 61.1
clock_buffers = 0
seq_cell_count = 0
final_cell_mix = "clkdlybuf4s50_1, ha_1, a21oi_1, a21o_1, nand2_1"
ff_latch_area_um2 = 0
instances_no_fill = 433
layout_top_cell = "clkdlybuf4s50_1"
utilization = 0.366
drive_above_1_share = 0.0211

[place]
dp.cells = 433
dp_hpwl_um = 5470
gp_congestion = 0.831
port_buffers = 98
placed_area_um2 = 2800

[pwr]
total_power_w = 0.000106
combPwrFrac = 1.000
clkPwrFrac = 0
p_switching_w = 0.0000419
pwr_density_cell_nw_per_um2 = 37.7
p_int_w = 0.0000636
pwr-share-seq = 0
leakagePower_nw = 1.22
ir_drop_mv = 0.0121
swShare = 0.398

[drt]
viasPerCell = 4.85
ant_nets = 0
drc = 0
drt-total-wl_um = 6150
drtIter0Drc = 110
num_vias = 2098
insertedDiodeCount = 0
first_pass_iters = 4
wl_per_cell_um = 14.2

[synth]
synth_cell_types = 43
syn-cell-area_um2 = 1740
syn_inst = 245
ys_cells = 245
yosysWarnings = 0
avgSynthCellArea_um2 = 7.10
ys_area_um2 = 1740
ys_seq_frac = 0

[floorplan]
initial_core_util = 0.227
die_w_um = 108
pin_count = 98
row_count = 32
die_h_um = 108
die_area_um2 = 11700
core-area_um2 = 7650

[final_timing]
fmax_mhz = 91.9
min_period_over_period = 0.579
relSlewSlack = 0.594
tightest_slew_ns = 0.602
setup_viol = 0
rsz0062_at_grt = "false"
finalHoldViolCount = 0
slew_violations = 0
fin_setup_tns_ns = 0
fin_crit_ns = 10.88

[min_path]
min_path_cells = 3
hold_start = "Carry_in"
hold_end = "sum[0]"
hold_class = "in2out"

[global_route]
antenna_found_initial = 0
grt_max_degree = 11
globalRouteOverflowTotal = 0
grt_pass1_wl_um = 9940
grt_pass1_vias = 2087
track_usage = 0.100

[clock_tree]
cts.repair.resized = 0
hold_buffers = 0
cts_setup_buffers = 0

[flow_run]
warnings = 32
cap_violations = 0
==> power groups by stage <==
stage | logic [W] | registers (W) | clock network [W]
finish | 0.000106 | 0 | 0
global route | 0.000118 | 0 | 0
CTS | 0.000107 | 0 | 0
==> final cells by class <==
cell class | count | area (um^2)
Fill cell | 783 | 4850
Timing Repair Buffer | 98 | 981
Tap cell | 102 | 128
Inverter | 5 | 18.8
Multi-Input combinational cell | 228 | 1670
==> metal layers <==
layer	GRT usage	share of wire	routed length, um	up-vias
li1	-	-	-	1106
met1	0.136	0.46	2850	942
met2	0.166	0.46	2810	48
met3	0.0253	0.074	454	2
met4	0.00477	0.0049	30	0
met5	0	0	0	-
==> per-stage QoR <==
stage                     hold slack, ns  setup WS (ns)
after detailed placement            8.62           7.91
final                               8.61           7.92
after global placement              8.61           7.95
after global routing                8.65           7.70
after CTS                           8.62           7.90
after floorplan                     7.62           8.99
==> synth_stat cells, types with 5 or more instances <==
cell / number / share of area
nor2_1: 13 / 0.028
xnor2_1: 14 / 0.071
a31oi_1: 7 / 0.025
o21ai_0: 17 / 0.049
a21oi_1: 29 / 0.083
a21o_1: 23 / 0.099
ha_1: 31 / 0.22
xor2_1: 13 / 0.065
inv_1: 5 / 0.011
nand2_1: 21 / 0.045
clkbuf_1: 11 / 0.024
nand3_1: 7 / 0.020
==> kinds of logic (layout without fill, tap and decap cells) <==
| kind of cell | Yosys count | after routing | share of synthesized area |
|---|---|---|---|
| buffers and inverters | 17 | 103 | 0.0374 |
| and+or+nand+nor | 62 | 62 | 0.172 |
| muxes | 1 | 1 | 0.00576 |
| AOI/OAI and AO/OA | 105 | 105 | 0.403 |
| adders and majority gates | 33 | 33 | 0.246 |
| xor gates and xnor gates | 27 | 27 | 0.136 |
==> worst max path at each step <==
| stage | to | cells past startpoint |
|---|---|---|
| after CTS | Carry_out | 11 |
| after global routing | sum[18] | 11 |
| final | Carry_out | 11 |
Power and IR drop assume default switching activity.
