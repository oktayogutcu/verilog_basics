[flow/design.v]
`timescale 1ns / 1ps
module multiplier_16_bit(
    input [15:0] a,
    input [15:0] b,
    output [31:0] c
    );
    wire [15:0] mul_00, mul_10, mul_01, mul_11, sum_temp1, concat1;
    wire [23:0] sum_temp2, sum_temp3, concat2, concat3, concat4;
    multiplier_8_bit m1(a[7:0], b[7:0], mul_00);
    multiplier_8_bit m2(a[15:8], b[7:0], mul_10);
    multiplier_8_bit m3(a[7:0], b[15:8], mul_01);
    multiplier_8_bit m4(a[15:8], b[15:8], mul_11);
    assign concat1      = {8'b0, mul_00[15:8]};
    assign sum_temp1    = mul_10[15:0] + concat1;
    assign concat2      = {8'b0, mul_01[15:0]};
    assign concat3      = {mul_11[15:0], 8'b0};
    assign sum_temp2    = concat2 + concat3;
    assign concat4      = {8'b0, sum_temp1[15:0]}; 
    assign sum_temp3    = concat4 + sum_temp2;
    assign c[7:0] = mul_00[7:0];
    assign c[31:8] = sum_temp3[23:0]; 
endmodule
module multiplier_2_bit(
    input [1:0] a,
    input [1:0] b,
    output [3:0] c
    );
    wire[3:0]temp;
    assign c[0] = a[0]&b[0];
    assign temp[0] = a[1]&b[0];
    assign temp[1] = a[0]&b[1];
    assign temp[2] = a[1]&b[1];
    ha m1(temp[0],temp[1],c[1],temp[3]);
    ha m2(temp[2],temp[3],c[2],c[3]);
endmodule
module multiplier_4_bit(
    input [3:0] a,
    input [3:0] b,
    output [7:0] c
    );
    wire[3:0] mul_00, mul_10, mul_01, mul_11, sum_temp1, concat1;
    wire [5:0] sum_temp2, sum_temp3, concat2, concat3, concat4;
    multiplier_2_bit m1(a[1:0], b[1:0], mul_00);
    multiplier_2_bit m2(a[3:2], b[1:0], mul_10);
    multiplier_2_bit m3(a[1:0], b[3:2], mul_01);
    multiplier_2_bit m4(a[3:2], b[3:2], mul_11);
    assign concat1      = {2'b0, mul_00[3:2]};
    assign sum_temp1    = mul_10[3:0] + concat1;
    assign concat2      = {2'b0, mul_01[3:0]};
    assign concat3      = {mul_11[3:0], 2'b0};
    assign sum_temp2    = concat2 + concat3;
    assign concat4      = {2'b0, sum_temp1[3:0]}; 
    assign sum_temp3    = concat4 + sum_temp2;
    assign c[1:0] = mul_00[1:0];
    assign c[7:2] = sum_temp3[5:0];  
endmodule
module multiplier_8_bit(
    input [7:0]a,
    input [7:0]b,
    output [15:0]c
    );
    wire [7:0] mul_00, mul_10, mul_01, mul_11, sum_temp1, concat1;
    wire [11:0] sum_temp2, sum_temp3, concat2, concat3, concat4;
    multiplier_4_bit m1(a[3:0], b[3:0], mul_00);
    multiplier_4_bit m2(a[7:4], b[3:0], mul_10);
    multiplier_4_bit m3(a[3:0], b[7:4], mul_01);
    multiplier_4_bit m4(a[7:4], b[7:4], mul_11);
    assign concat1      = {4'b0, mul_00[7:4]};
    assign sum_temp1    = mul_10[7:0] + concat1;
    assign concat2      = {4'b0, mul_01[7:0]};
    assign concat3      = {mul_11[7:0], 4'b0};
    assign sum_temp2    = concat2 + concat3;
    assign concat4      = {4'b0, sum_temp1[7:0]}; 
    assign sum_temp3    = concat4 + sum_temp2;
    assign c[3:0] = mul_00[3:0];
    assign c[15:4] = sum_temp3[11:0]; 
endmodule
`timescale 1ns / 1ps
module ha(
    input a,
    input b,
    output s,
    output c
    );
    assign s = a^b;
    assign c = a&b;
endmodule
[flow/run.sh]
#!/bin/bash
# OpenROAD 26Q1-2900-gdf79404cd8, Yosys 0.63+post, stock flow scripts
make -C /OpenROAD-flow-scripts/flow DESIGN_CONFIG=/design/flow/config.mk WORK_HOME=/design/flow/orfs finish
[flow/config.mk]
export PLATFORM = sky130hd
export DESIGN_NAME = multiplier_16_bit
export DESIGN_NICKNAME = multiplier_16_bit
export VERILOG_FILES = /design/flow/design.v
export SDC_FILE = /design/flow/constraint.sdc
export NUM_CORES = 4
export LEC_CHECK = 1
export CORE_UTILIZATION = 40
export SYNTH_HDL_FRONTEND = slang
[flow/constraint.sdc]
current_design multiplier_16_bit

set clk_period 33.5
set clk_io_pct 0.2

create_clock -name clk0 -period $clk_period

set non_clock_inputs [all_inputs -no_clocks]
set_input_delay [expr $clk_period * $clk_io_pct] -clock clk0 $non_clock_inputs
set_output_delay [expr $clk_period * $clk_io_pct] -clock clk0 [all_outputs]
==> flow_summary_export.csv <==
group,metric,value,unit
power_and_ir_drop,p_per_area,150,nW/um2
drt,wl_per_cell,12.9,um
min_path,hold_class,"primary input to primary output",
place,dpl.hpwl,21.6,mm
finish,seq_area,0,um2
yosys,ys_cells,1478,
power_and_ir_drop,power.internal,0.00105,W
drt,routed_wl,24.8,mm
critical_path,crit_type,"primary input to primary output",
critical_path,critPathLaunch,"a[1]",
critical_path,start_kind,"primary input",
clock_tree,ctsResizeCount,0,
drt,routed_via_density,4.84,
critical_path,endpoint,"c[30]",
yosys,ys_seq_share,0,%
power_and_ir_drop,switchingPower,0.000992,W
global_route,grt_usage,16.9,%
sta,report.final.slew_viol_count,0,
clock_tree,postCtsSetupBuffers,0,
clock_tree,hold_buffers,0,
global_route,grt_pass1_vias,8965,
yosys,synth.avg_cell_area,8.46,um2
floorplan,core,30700,um2
job,log.warning_count,32,
drt,drcViolationCount,0,
sta,setup_violations,0,
finish,lay_top_cells,"352 x ha_1, 252 x and2_1, 227 x inv_1",
drt,dr.pass1.iters,4,
yosys,synth_cell_type_count,54,
drt,drt_iter0_drc,192,
sta,rsz0062_at_grt,"no",
critical_path,cpMostUsedCell,"ha_1",
drt,num_vias,9296,
power_and_ir_drop,total_power,0.00204,W
global_route,grt_max_degree,17,
sta,fmax,42.0,MHz
sta,tightestPinTransition,0.707,ns
finish,post-route-util,44.4,%
yosys,ys_chip_area,12500,um2
sta,slew_headroom,52.7,%
critical_path,cp_slowest_cell,"clkdlybuf4s50_1",
yosys,synth_top_area_share,35.2,%
critical_path,worstPathRequired,26.80,ns
place,dp.cells,1918,
place,io_buffers,64,
power_and_ir_drop,vdd_ir_drop_max,217,uV
floorplan,initial_utilization,40.8,%
critical_path,cpPeakStageDelay,0.67,ns
place,globalplace.congestion,0.873,
floorplan,chipWidth,179,um
yosys,synth_area_leader_cell,"ha_1",
critical_path,crit_path_end_kind,"primary output",
yosys,topCellsByArea,"ha_1 35%, fa_1 16%, and2_1 13%",
sta,fin_tns_setup,0,ns
global_route,grt_first_pass_wirelength,42.6,mm
global_route,antenna_found_initial,0,
finish,drive_gt1_share,2.04,%
power_and_ir_drop,p_sw_share,48.6,%
yosys,yosys_warnings,0,
power_and_ir_drop,p_leak,7.40,nW
floorplan,die_y,179,um
finish,lay_top_count,"ha_1",
yosys,synthCells,1478,
floorplan,dieArea,32000,um2
finish,syn2layout_area_growth,8.90,%
critical_path,worstPathArrival,17.12,ns
yosys,netlist_area,12500,um2
finish,flop-count,0,
drt,postRouteAntennaNets,0,
sta,timing.final.hold_violations,0,
floorplan,io-pin-count,64,
sta,holdWs,14.75,ns
sta,final.period_utilization,71.1,%
global_route,grt_overflow,0,
sta,min_period,23.82,ns
status,outcome,"finished clean",
finish,clock_buffers,0,
floorplan,placementRows,64,
job,drv_cap,0,
critical_path,worst-path-max-fanout,16,
finish,fin_cells,1920,
-- per-stage QoR --
stage	instance area, um2	setup WS (ns)
floorplan	12500	11.50
global placement	13600	9.74
detailed placement	13600	9.65
CTS	13600	9.63
global route	13600	8.97
finish	13600	9.68
-- critical path, delay by kind of cell --
family | cells | cell delay [ns]
buf+inv | 6 | 1.34
xor+xnor | 6 | 0.97
compound gates | 13 | 2.55
simple gates | 5 | 1.05
fa+ha+maj | 12 | 4.51
-- cell type report --
cell class / instances / area, um2
Antenna cell: 2 / 5.00
Fill cell: 3021 / 17100
Inverter: 227 / 852
Multi-Input combinational cell: 1217 / 11500
Tap cell: 396 / 495
Timing Repair Buffer: 78 / 746
-- power groups by stage --
stage	Combinational [W]	Clock, W	Sequential, W
CTS	0.00208	0	0
global route	0.00230	0	0
-- kinds of logic (layout without fill, tap and decap cells) --
kind of cell	Yosys count	in the layout	share of synthesized area [%]
adders and majority gates	450	450	50.9
other	0	2	0
xor gates and xnor gates	165	165	11.6
and+or+nand+nor	381	381	18.1
buffers and inverters	261	305	7.87
AOI/OAI and AO/OA	221	221	11.6
-- Yosys cell counts, drive strengths merged, types with 5 or more instances --
master,n
ha,352
and2,252
inv,227
xnor2,111
fa,98
a21oi,96
xor2,54
a21o,53
clkbuf,32
nor2,32
nor2b,31
nand2,26
o21ai,26
nand3,13
o21a,10
nand2b,6
a31oi,5
nor3,5
o2111ai,5
-- how the worst min path moves through the flow --
stage     from   end  slack (ns)  cells past startpoint
5_1_grt   b[0]  c[0]       14.85                      3
6_report  b[0]  c[0]       14.75                      3
4_1_cts   b[0]  c[0]       14.77                      3
-- per-layer routing --
layer | vias up | GRT usage [%] | share of wire (%)
li1 | 4955 | - | -
met1 | 4256 | 26.4 | 53
met2 | 83 | 27.5 | 44
met3 | 2 | 1.04 | 2.5
met4 | 0 | 0.388 | 0.23
met5 | - | 0 | 0
Power is estimated from default activity; no workload was simulated.
